$ cat flow/design.v
module ALU (
    DataA,
    DataB,
    ALUSel,
    WriteCZ,
    DataOut,
    CF,
    ZF
);
    parameter WIDTH_DATA_LENGTH = 8;
    parameter WIDTH_ALUSEL_LENGTH = 4;
    input [WIDTH_DATA_LENGTH - 1:0] DataA;
    input [WIDTH_DATA_LENGTH - 1:0] DataB;
    input [WIDTH_ALUSEL_LENGTH - 1:0] ALUSel;
    input WriteCZ;
    reg Carry;
    output reg [WIDTH_DATA_LENGTH - 1:0] DataOut;
    output reg CF;
    output reg ZF;
    always @(*) begin
        case (ALUSel)
            4'b0000: {Carry, DataOut} = DataA;        
            4'b0001: {Carry, DataOut} = DataB;        
            4'b0010: {Carry, DataOut} = DataA + 1'b1;    
            4'b0011: {Carry, DataOut} = DataB + 1'b1;    
            4'b0100: {Carry, DataOut} = DataA + DataB;    
            4'b0101: {Carry, DataOut} = DataA - DataB;    
            4'b0110: {Carry, DataOut} = DataA & DataB;    
            4'b0111: {Carry, DataOut} = DataA | DataB;    
            4'b1000: {Carry, DataOut} = DataA >> 1;       
            4'b1001: {Carry, DataOut} = DataA << 1;       
            default: {Carry, DataOut} = 9'b0;
        endcase
    end
    always @(*) begin
        if (WriteCZ == 1'b1) begin
            CF = Carry;
            ZF = !(|DataOut);
        end
    end
endmodule
module Control (
    Opcode,
    ControlSignal
);
parameter WIDTH_OPCODE = 4;
parameter WIDTH_CONTROL_SIGNAL = 10;
input [WIDTH_OPCODE - 1:0] Opcode;
output reg [WIDTH_CONTROL_SIGNAL - 1:0] ControlSignal;
always @(Opcode) begin
    case (Opcode)
        4'd0: ControlSignal = 10'b0_0_0_00_0000_0;
        4'd1: ControlSignal = 10'b0_0_1_11_0001_1;
        4'd2: ControlSignal = 10'b1_0_0_00_0000_1;
        4'd3: ControlSignal = 10'b0_0_1_00_0010_1;
        4'd4: ControlSignal = 10'b0_1_0_00_0011_1;
        4'd5: ControlSignal = 10'b0_1_0_00_0000_1;
        4'd6: ControlSignal = 10'b0_0_1_00_0100_1;
        4'd7: ControlSignal = 10'b0_0_1_00_0101_1;
        4'd8: ControlSignal = 10'b0_0_1_00_0110_1;
        4'd9: ControlSignal = 10'b0_0_1_00_0111_1;
        4'd10:ControlSignal = 10'b0_0_1_00_1001_1;
        4'd11:ControlSignal = 10'b0_0_1_00_1000_1;
        default: ControlSignal = 10'b0_0_0_00_0000_0;
    endcase
end
endmodule
module InputPort (
    Input,
    Write,
    Clk,
    Rst,
    Output
);
parameter WIDTH_DATA_LENGTH = 8;
input [WIDTH_DATA_LENGTH - 1: 0] Input;
input Write;
input Clk;
input Rst;
reg [WIDTH_DATA_LENGTH - 1:0] TOutput;
output [WIDTH_DATA_LENGTH - 1:0] Output;
always @ (posedge Clk, negedge Rst) begin
    if (Rst == 1'b0) begin
        TOutput <= 8'b0;
    end else if(Write == 1'b1) begin
        TOutput <= Input;
    end
end
assign Output = TOutput;
endmodule
module Mux4 (
sel_port,
port_in_0,
port_in_1,
port_in_2,
port_in_3,
port_out
);
parameter WIDTH_DATA_LENGTH = 8;
input [1:0] sel_port;
input   [WIDTH_DATA_LENGTH - 1:0] port_in_0;
input   [WIDTH_DATA_LENGTH - 1:0] port_in_1;
input   [WIDTH_DATA_LENGTH - 1:0] port_in_2;
input   [WIDTH_DATA_LENGTH - 1:0] port_in_3;
output reg [WIDTH_DATA_LENGTH - 1:0] port_out;
always @(*) begin
    case (sel_port)
      2'd0: port_out <= port_in_0;
      2'd1: port_out <= port_in_1;
      2'd2: port_out <= port_in_2;
      2'd3: port_out <= port_in_3;
    endcase
end
endmodule
module OutputPort (
    Input,
    Write,
    Clk,
    Rst,
    OutputHundreds,
    OutputDozens,
    OutputUnits
);
parameter WIDTH_DATA_LENGTH = 8;
parameter WIDTH_OUTPUT_LENGTH = 7;
input [WIDTH_DATA_LENGTH - 1: 0] Input;
input Write;
input Clk;
input Rst;
reg [WIDTH_OUTPUT_LENGTH - 1:0] TOutputHundreds;
reg [WIDTH_OUTPUT_LENGTH - 1:0] TOutputDozens;
reg [WIDTH_OUTPUT_LENGTH - 1:0] TOutputUnits;
reg [7:0] Hundreds;
reg [7:0] Dozens;
reg [7:0] Units;
output [WIDTH_OUTPUT_LENGTH - 1:0] OutputHundreds;
output [WIDTH_OUTPUT_LENGTH - 1:0] OutputDozens;
output [WIDTH_OUTPUT_LENGTH - 1:0] OutputUnits;
always @ (posedge Clk, negedge Rst) begin
    if (Rst == 1'b0) begin
        TOutputHundreds <= 7'b000_0001;
        TOutputDozens <= 7'b000_0001;
        TOutputUnits <= 7'b000_0001;
    end else if(Write == 1'b1) begin
        Hundreds = Input/100;
        Dozens = Input/10%10;
        Units = Input%10;
        case(Hundreds)
            8'd0: TOutputHundreds = 7'b000_0001;
            8'd1: TOutputHundreds = 7'b100_1111;
            8'd2: TOutputHundreds = 7'b001_0010;
            8'd3: TOutputHundreds = 7'b000_0110;
            8'd4: TOutputHundreds = 7'b100_1100;
            8'd5: TOutputHundreds = 7'b010_0100;
            8'd6: TOutputHundreds = 7'b010_0000;
            8'd7: TOutputHundreds = 7'b000_1111;
            8'd8: TOutputHundreds = 7'b000_0000;
            8'd9: TOutputHundreds = 7'b000_1000;
            default: TOutputHundreds = 7'b000_0001;
        endcase
        case(Dozens)
            8'd0: TOutputDozens = 7'b000_0001;
            8'd1: TOutputDozens = 7'b100_1111;
            8'd2: TOutputDozens = 7'b001_0010;
            8'd3: TOutputDozens = 7'b000_0110;
            8'd4: TOutputDozens = 7'b100_1100;
            8'd5: TOutputDozens = 7'b010_0100;
            8'd6: TOutputDozens = 7'b010_0000;
            8'd7: TOutputDozens = 7'b000_1111;
            8'd8: TOutputDozens = 7'b000_0000;
            8'd9: TOutputDozens = 7'b000_1000;
            default: TOutputDozens = 7'b000_0001;
        endcase
        case(Units)
            8'd0: TOutputUnits = 7'b000_0001;
            8'd1: TOutputUnits = 7'b100_1111;
            8'd2: TOutputUnits = 7'b001_0010;
            8'd3: TOutputUnits = 7'b000_0110;
            8'd4: TOutputUnits = 7'b100_1100;
            8'd5: TOutputUnits = 7'b010_0100;
            8'd6: TOutputUnits = 7'b010_0000;
            8'd7: TOutputUnits = 7'b000_1111;
            8'd8: TOutputUnits = 7'b000_0000;
            8'd9: TOutputUnits = 7'b000_1000;
            default: TOutputUnits = 7'b000_0001;
        endcase
    end
end
assign OutputHundreds = TOutputHundreds;
assign OutputDozens = TOutputDozens;
assign OutputUnits = TOutputUnits;
endmodule
module Simple_CPU(
    OpcodeInput,
    ExternalSwitch,
    Execute,
    Rstn,
    OutputHundreds,
    OutputDozens,
    OutputUnits,
    LED
);
parameter WIDTH_OPCODE = 4;
parameter WIDTH_CONTROL_SIGNAL = 10;
parameter WIDTH_SWITCH_LENGTH = 6;
parameter WIDTH_DATA_LENGTH = 8;
parameter WIDTH_OUTPUT_LENGTH = 7;
input [WIDTH_OPCODE - 1:0] OpcodeInput;
input [WIDTH_SWITCH_LENGTH - 1: 0] ExternalSwitch;
input Execute;
input Rstn;
output reg [7:0] LED;
output [WIDTH_OUTPUT_LENGTH - 1:0] OutputHundreds;
output [WIDTH_OUTPUT_LENGTH - 1:0] OutputDozens;
output [WIDTH_OUTPUT_LENGTH - 1:0] OutputUnits;
reg CF;
reg ZF;
wire write_o;
wire write_b;
wire write_a;
wire [3:0] F;
wire [1:0] B_Sel;
wire WriteCZ;
wire [WIDTH_DATA_LENGTH - 1:0] C_Bus;
wire [WIDTH_DATA_LENGTH - 1:0] B_Out;
wire [WIDTH_DATA_LENGTH - 1:0] B_Bus;
wire [WIDTH_DATA_LENGTH - 1:0] A_Bus;
wire [WIDTH_CONTROL_SIGNAL - 1:0] ControlSignal;
wire Clk;
assign Clk = !Execute;
assign LED = C_Bus;
assign {write_o, write_b, write_a, B_Sel, F, WriteCZ} = ControlSignal;
Control ctrl (.Opcode(OpcodeInput),
              .ControlSignal(ControlSignal));
Mux4 mux (.sel_port(B_Sel),
          .port_in_0(B_Out),
          .port_in_1(8'b0),
          .port_in_2(8'b0),
          .port_in_3({2'b0, ExternalSwitch}),
          .port_out(B_Bus));
ALU alu (.DataA(A_Bus),
         .DataB(B_Bus),
         .ALUSel(F),
         .WriteCZ(WriteCZ),
         .DataOut(C_Bus),
         .CF(CF),
         .ZF(ZF));
InputPort PortA (.Input(C_Bus),
                 .Write(write_a),
                 .Clk(Clk),
                 .Rst(Rstn),
                 .Output(A_Bus));
InputPort PortB (.Input(C_Bus),
                 .Write(write_b),
                 .Clk(Clk),
                 .Rst(Rstn),
                 .Output(B_Out));
OutputPort out (.Input(C_Bus),
                   .Write(write_o),
                   .Clk(Clk),
                   .Rst(Rstn),
                   .OutputHundreds(OutputHundreds),
                   .OutputDozens(OutputDozens),
                   .OutputUnits(OutputUnits));
endmodule
$ cat flow/run.sh
#!/bin/bash
# OpenROAD 26Q1-2900-gdf79404cd8, Yosys 0.63+post, stock flow scripts
make -C /OpenROAD-flow-scripts/flow DESIGN_CONFIG=/design/flow/config.mk WORK_HOME=/design/flow/orfs finish
$ cat flow/config.mk
export PLATFORM = sky130hd
export DESIGN_NAME = Simple_CPU
export DESIGN_NICKNAME = Simple_CPU
export VERILOG_FILES = /design/flow/design.v
export SDC_FILE = /design/flow/constraint.sdc
export NUM_CORES = 4
export LEC_CHECK = 1
export CORE_UTILIZATION = 40
$ cat flow/constraint.sdc
current_design Simple_CPU

set clk_period 11.0
set clk_io_pct 0.2

create_clock -name clk0 -period $clk_period

set non_clock_inputs [all_inputs -no_clocks]
set_input_delay [expr $clk_period * $clk_io_pct] -clock clk0 $non_clock_inputs
set_output_delay [expr $clk_period * $clk_io_pct] -clock clk0 [all_outputs]
==> results.toml <==
# flow metrics
[grt]
overflow = 0
grt_max_degree = 36
grt_use_total_pct = 22.60
grt_pass1_vias = 4022
antenna_found_initial = 0
grt_pass1_wl_mm = 21.00

[logic_synthesis]
synth-seq-cells = 35
synth_area_um2 = 4599
edf_count = 0
ys_cells = 598
async_flop_share_pct = 100.0
synth_cells = 598
yosys_warnings = 6
ys.flop_type = "dfrtn_1"
postSynthAreaPerCell_um2 = 7.691
ys_seq_share_pct = 19.12
post_synth_num_cell_types = 96
ys_chip_area_um2 = 4599

[critical_path]
cp.required_ns = 8.80
path_max_fanout = 13
crit_type = "in2out"
cpLargestDelayFamily = "buffers and inverters"
crit_buf_inv = 6
cpPeakStageDelay_ns = 0.62
cp_slowest_cell = "clkdlybuf4s50_1"
cp.arrival_ns = 7.33
startpoint_type = "input pin"
end_kind = "primary output"
crit_chain = "clkdlybuf4s50_1, inv_1, ha_1, or3b_1, mux2i_1, inv_1, ha_1, a21oi_1, o21ai_0, inv_1, ha_1, nor2b_1, o2111ai_1, a21oi_1, o2111a_1, a211oi_4, inv_2, clkdlybuf4s50_1"

[place]
hpwl_mm = 9.983
gp_congestion = 0.9539
io_buffers = 40

[final_timing]
hold_viol = 0
worst_slew_pin_slew_ns = 0.8099
fin_crit_ns = 9.532
fmax_ghz = 0.1049
unclocked_pins = 35
maxSlewHeadroom_pct = 45.51
untimed_endpoints = 55
fin_setup_tns_ns = 0
setup_violations = 0
maxSlewViolCount = 0
rsz0062_at_grt = "no"
fin_crit_sh_pct = 86.65

[detailed_routing]
drt-vias-per-instance = 5.807
wl_met1_mm = 6.379
first_iter_violations = 263
vias = 4373
wl_per_cell_um = 16.96
drt-total-wl_mm = 12.77
highest_layer = "met4"
drc = 0
dr_wl_met3_um = 607
n_antenna_cell = 0
wl_met2_mm = 5.743
ant_nets = 0
dr.pass1.iters = 4

[finish]
layout_top_cells = "nand2_1 (59), a21oi_1 (59), nor2_1 (55)"
n_fill_cell = 1085
syn2layout_area_growth_pct = 10.12
drive_gt1_share_pct = 8.157

[job]
warnings = 46
drv_cap = 0

[floorplan]
die_h_um = 109.2
dieArea_um2 = 11930
core_area_um2 = 11030
die_width_um = 109.2
fp_util_pct = 41.70
io_pins = 41
rows = 38

[power]
design_power_total_mw = 0.5707
p_per_area_nw_per_um2 = 112.7
peakVddDrop_mv = 0.1433
power.leakage_nw = 2.121

[hold_path]
holdPathEnd = "LED[0]"
hp-start = "ExternalSwitch[0]"
min_path_type = "in2out"
holdPathStages = 7

[clock_network]
postCtsHoldBufs = 0
cts_resized = 0
postCtsSetupRepairBufs = 0

[outcome]
status = "complete, no violations"
-- per-stage QoR --
step	std cells	hold WS, ns	util (%)	worst slack (ns)	cell area, µm²
finish	753	6.031	45.92	1.468	5065
global route	753	6.137	45.92	1.008	5065
detailed placement	753	6.021	45.92	1.486	5065
CTS	753	6.033	45.92	1.476	5065
floorplan	598	4.771	-	3.551	4599
global placement	753	6.002	45.92	1.605	5065
-- kinds of logic after synthesis --
family                     Yosys count  synth area share (%)
muxes                               31                 7.780
buffers and inverters               69                 6.719
xor gates and xnor gates            19                 3.781
DFF                                 35                 19.12
AOI/OAI and AO/OA                  205                 30.96
and+or+nand+nor                    204                 22.25
other                                1               0.08153
adders and majority gates           34                 9.304
-- power by group --
group          leakage [nW]  total, mW  internal, mW  switching (mW)
logic                  1.69      0.558         0.226           0.332
clock network             0          0             0               0
registers             0.428     0.0126       0.00894         0.00366
-- worst max path at each step --
stage                          start  endpoint  slack, ns  depth (start not counted)
after CTS             OpcodeInput[1]    LED[7]       1.48                         18
after global routing  OpcodeInput[1]    LED[7]       1.01                         18
final                 OpcodeInput[1]    LED[7]       1.47                         18
-- cell usage after synthesis, types with 7 or more instances --
cell type	number	area, µm²
nand2b_1	7	43.79
buf_2	13	65.06
nor3_1	12	60.06
mux2i_1	21	210.2
a21oi_1	59	295.3
xnor2_1	14	122.6
nor2_1	55	206.5
nand2_1	59	221.5
dfrtn_1	32	800.8
inv_1	29	108.9
a21o_1	7	52.55
and2_1	8	50.05
ha_1	31	387.9
clkbuf_1	12	45.04
o21ai_0	34	170.2
o31ai_1	11	82.58
nand3_1	11	55.05
-- final cells by class --
cell class              count  area (µm²)  area share, %
multi-input cells         494        3411          67.34
flip-flops and latches     35       879.6          17.37
repair buffers             49       467.9          9.239
well taps                 140       175.2          3.458
inverters                  35       131.4          2.594
-- registers in the layout, summed over array words and instances, names as in the netlist --
signal,count
PortA.TOutput,8
PortB.TOutput,8
out.TOutputDozens,7
out.TOutputUnits,7
out.TOutputHundreds,5
-- tightest hold or removal path, cell delays in order --
cell and delay, ns:
clkdlybuf4s50_1 0.52, mux2i_1 0.12, inv_1 0.11, a221oi_1 0.10
buf_4 0.16, inv_1 0.13, clkdlybuf4s50_1 0.49
-- per-layer routing --
metal  track usage (%)  up-vias
li1                  -     2222
met1             36.92     2034
met2             34.23      115
met3             1.767        2
met4             1.333        0
met5                 0        -
Power is estimated from default activity; no workload was simulated.
